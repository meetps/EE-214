==> flow/design.v <==
module lcd_final(lcd, led, col, lcd_rs, lcd_rw, lcd_en, row, clk, rst);
output reg [7:0] lcd;  
output reg [4:0] led;  
output reg [3:0] col;
output reg lcd_rs, lcd_rw, lcd_en;    
input [3:0] row;
input clk, rst;
reg [18:0] count;  
reg [7:0] temp, lcd_dat;  
reg [3:0] temp_row;  
reg [2:0] state;  
reg [2:0] count_cmd;  
reg [1:0] state_debounce; 
reg [2:0] temp_state;
reg [1:0] temp_debounce;
wire [7:0] lcd_cmd [4:0]; 
 assign lcd_cmd[0] = 8'h38;
 assign lcd_cmd[1] = 8'h01;
 assign lcd_cmd[2] = 8'h0E;
 assign lcd_cmd[3] = 8'h80;
 assign lcd_cmd[4] = 8'h06;
reg [2:0] S0,S1,S2,S3,S4,S5;
initial begin 
 S0 = 3'b000;
 S1 = 3'b001;
 S2 = 3'b010;
 S3 = 3'b011;
 S4 = 3'b100;
 S5 = 3'b101;
end
reg [1:0] D0,D1,D2;
initial begin 
 D0 = 2'b00;
 D1 = 2'b01;
 D2 = 2'b10;
end
parameter maxcount = 19'b1000000000000000000;      
reg temp_clk= 1'b0; 
always @(posedge clk)
begin
if (~rst)count =19'b0;
if(count==maxcount) begin count = 19'b0; temp_clk=~temp_clk; end
if (rst & count !=maxcount) count = count + 1; 
end
always @ (posedge temp_clk or negedge rst)
begin
if (~rst) begin col <= 4'b1000;end
else
case (state_debounce)
D0:  
begin
if (row == 0)
begin
if(col==4'b0001)col<=4'b1000;
else col <= col >> 1; 
state_debounce <=D0;
end
else
begin
temp_row<=row; state_debounce<= D1; 
end
end
D1:  
begin
if(row==temp_row) begin temp<={temp_row,col}; state_debounce <= D2;end
else state_debounce<=D0; 
end
D2:
begin
if(row==temp_row) state_debounce<=D2;
else state_debounce<=D0;
end
default:  
begin
state_debounce <= D0; col<= 4'b1000;
end
endcase
end
always @ (posedge temp_clk )
begin
if(~rst)lcd_dat <= 8'h0;
else begin
case (temp)
8'b10001000 : begin lcd_dat <= 8'h31;led<=5'h01;end 
8'b10000100 : begin lcd_dat <= 8'h32;led<=5'h02;end
8'b10000010 : begin lcd_dat <= 8'h33;led<=5'h03;end
8'b10000001 : begin lcd_dat <= 8'h41;led<=5'h0A;end
8'b01001000 : begin lcd_dat <= 8'h34;led<=5'h04;end
8'b01000100 : begin lcd_dat <= 8'h35;led<=5'h05;end
8'b01000010 : begin lcd_dat <= 8'h36;led<=5'h06;end
8'b01000001 : begin lcd_dat <= 8'h42;led<=5'h0B;end
8'b00101000 : begin lcd_dat <= 8'h37;led<=5'h07;end
8'b00100100 : begin lcd_dat <= 8'h38;led<=5'h08;end
8'b00100010 : begin lcd_dat <= 8'h39;led<=5'h09;end
8'b00100001 : begin lcd_dat <= 8'h43;led<=5'h0C;end
8'b00011000 : begin lcd_dat <= 8'h2A;led<=5'h0E;end
8'b00010100 : begin lcd_dat <= 8'h30;led<=5'h00;end
8'b00010010 : begin lcd_dat <= 8'h23;led<=5'h0F;end
8'b00010001 : begin lcd_dat <= 8'h44;led<=5'h0D;end
default:
begin lcd_dat <= 8'h21; led<=5'h1F; end
endcase
end
end
always @ (posedge temp_clk or negedge rst )
begin
if (~rst)
   begin
   state <= S0;
   count_cmd <= 3'b0;  
   end
else
 begin
 case (state)
 S0:  
begin
 if (count_cmd < 3'b101)
  begin
  lcd <= lcd_cmd [count_cmd];
  lcd_rs <= 1'b0;
  lcd_rw <= 1'b0;
  lcd_en <= 1'b0;
  state <= S1;
  end
 else state <= S3;
end
S1:
 begin                                                 
 lcd <= lcd_cmd [count_cmd];                           
 lcd_rs <= 1'b0;
 lcd_rw <= 1'b0;
 lcd_en <= 1'b1;
 state <= S2;
 end
S2:
 begin
 lcd <= lcd_cmd [count_cmd];
 lcd_rs <= 1'b0;
 lcd_rw <= 1'b0;
 lcd_en <= 1'b0;
  count_cmd <= count_cmd + 1;
  state <= S0;
 end
S3:  
 begin
 lcd <= lcd_dat;
 lcd_rs <= 1'b1;
 lcd_rw <= 1'b0;
 lcd_en <= 1'b0;
 state <= S4;
 end
S4:
 begin
 lcd <= lcd_dat;
 lcd_rs <= 1'b1;
 lcd_rw <= 1'b0;
 lcd_en <= 1'b1;
 state <= S5;
 end
S5:
 begin
 lcd <= lcd_dat;
 lcd_rs <= 1'b1;
 lcd_rw <= 1'b0;
 lcd_en <= 1'b0;
 if (state_debounce == D1) state <= S3;
 else state <= S5;
 end
default:
 begin
 state <= S0;
 count_cmd <= 3'b0;
 end
endcase
end
end
always @ (posedge temp_clk)
begin temp_state <= state; end
always @ (posedge temp_clk) begin
temp_debounce <= state_debounce; end
endmodule
==> flow/run.sh <==
#!/bin/bash
# OpenROAD 26Q1-2900-gdf79404cd8, Yosys 0.63+post, stock flow scripts
make -C /OpenROAD-flow-scripts/flow DESIGN_CONFIG=/design/flow/config.mk WORK_HOME=/design/flow/orfs finish
==> flow/config.mk <==
export PLATFORM = sky130hd
export DESIGN_NAME = lcd_final
export DESIGN_NICKNAME = lcd_final
export VERILOG_FILES = /design/flow/design.v
export SDC_FILE = /design/flow/constraint.sdc
export NUM_CORES = 4
export LEC_CHECK = 1
export CORE_UTILIZATION = 40
==> flow/constraint.sdc <==
current_design lcd_final

set clk_period 5.8
set clk_io_pct 0.2

create_clock -name clk0 -period $clk_period [get_ports {clk}]

set non_clock_inputs [all_inputs -no_clocks]
set_input_delay [expr $clk_period * $clk_io_pct] -clock clk0 $non_clock_inputs
set_output_delay [expr $clk_period * $clk_io_pct] -clock clk0 [all_outputs]
==> ci_impl_report.md <==
## Implementation flow summary

| Metric | Value |
|---|---|
| Asr flop ratio synth | `0.186` |
| Post-CTS Resized | `0` |
| Leakage | `1.32 nW` |
| Crit end category | `register` |
| Synthesized cell area | `between 3000 and 4000 um2` |
| Ys cells | `between 300 and 400` |
| Die Wd | `94.7 um` |
| Power share of the clock group | `0.396` |
| Chip Height | `approximately 95 um` |
| Register-to-Register Path Depth | `8` |
| Drc violations | `0` |
| Postcts setup bufs | `0` |
| CP Data Arrival Time | `3.38 ns` |
| IO Pins | `26` |
| Core ar. | `about 8300 um2` |
| Antenna-violating nets left | `0` |
| Dpl cells | `about 450` |
| Drt total wl | `~6000 um` |
| Slew Limit Fails | `0` |
| Aoi share | `0.106` |
| Comb area leader | `simple AND/OR/NAND/NOR gates` |
| P&R area growth vs syn | `9.72%` |
| Port bufs | `24` |
| Switching Share | `0.213` |
| Status | `finished, final reports clean` |
| Tmin final | `about 3.3 ns` |
| Max-cap violation count | `0` |
| Total Power | `about 0.00026 W` |
| Hold Path End | `count[14]$_DFF_P_` |
| Fmax achieved | `about 310 MHz` |
| DRT iter0 DRCs | `around 50` |
| Seq cells post-synth | `~70` |
| Simple share | `0.237` |
| Reg-to-Reg End | `count[18]$_DFF_P_` |
| Worst-margin pin slew | `0.700 ns` |
| Worst vdd ir | `approximately 0.12 mV` |
| R2r startpoint | `count[0]$_DFF_P_` |
| Power share of the combinational group | `0.065` |
| Design area | `about 3800 um2` |
| First-pass GRT wire length | `a little over 10000 um` |
| Die area | `~9000 um2` |
| Setup crit start kind | `primary input` |
| Share of layout cells above drive strength 1 | `0.0567` |
| Internal power | `a little over 0.0002 W` |
| Placement Setup Slack | `about 2.3 ns` |
| Vias per std cell | `roughly 5.2` |
| RSZ-0062 raised after global routing | `no` |
| Flop-to-flop setup slack | `~3.9 ns` |
| DRT Pass-1 Iters | `4` |
| Yosys cell types | `slightly above 60` |
| Register pins left without a clock | `about 50` |
| CTS root buf | `clkbuf_8` |
| Crit Path Class | `primary input to register` |
| GRT Total Usage | `0.144` |
| Final setup viols | `0` |
| Layout fillers | `roughly 800` |
| H-tree depth | `1` |
| Initial antenna violation count | `0` |
| Adder Area Share | `0.0255` |
| Synth warn | `1` |
| Yosys chip area | `between 3000 and 4000 um2` |
| Final hold viol count | `0` |
| Drt wl/cell | `13.0 um` |
| Cts hold-fix bufs | `0` |
| Setup WS post-layout | `2.54 ns` |
| Crit Path Max Fanout | `38` |
| Flip-flops with a built-in enable | `28` |
| Initial core utilization | `0.416` |
| Switching power | `0.0000560 W` |
| Xor/xnor share | `0.0637` |
| Cycle use final | `0.562` |
| N_diodes | `0` |
| Hold_sp | `count[14]$_DFF_P_` |
| Gpl congestion | `0.851` |
| Row count | `33` |
| Largest net degree at the start of global routing | `between 50 and 60` |
| WHS Path Cells | `2` |
| Tool warning count | `29` |
| Register share of total power | `0.539` |
| Required @ worst endpoint | `5.92 ns` |
| Cells after Synth | `about 340` |
| Non-Filler Instances | `458` |
| CTS tree | `done` |
| Skew final | `~0.0056 ns` |
| CTS Buffer Depth | `2` |
| TNS Setup | `0 ns` |
| Post-DP Area | `about 3700 um2` |
| Number of unconstrained endpoints | `about 96` |
| DR vias | `approximately 2400` |
| Pwr/cell area | `approximately 70 nW/um2` |
| Max_slew headroom | `0.527` |
| Grt ovf | `0` |
| Vias in the first global route | `2185` |
| Mean Syn Cell Area | `between 10 and 15 um2` |
| Clk latency late pin | `around 0.25 ns` |
| Post-synth seq share | `0.509` |
| Reg clk slew, reported paths | `roughly 0.070 ns` |
| Hpwl dp | `around 4300 um` |
| MUX area fraction | `0.00910` |
| Hold WC Path Type | `register to register` |
| Synth Flop Type | `dfxtp_1` |
| Inserted Clock Buffers | `3` |
==> worst max-delay path, cell delays in order <==
cell,delay (ns)
clkdlybuf4s50_1,0.46
buf_4,0.36
nand2_1,0.20
inv_1,0.10
ha_1,0.16
nand3_1,0.12
nor2_1,0.43
nand3_1,0.16
xnor2_1,0.18
nor2_1,0.05
==> cell families after synthesis <==
logic type | after synthesis
other | 1
buffers and inverters | 32
adders and majority gates | 7
DFF | 70
muxes | 3
AOI/OAI and AO/OA | 57
and+or+nand+nor | 145
xor gates and xnor gates | 25
==> worst max path at each step <==
stage	start	to	slack [ns]	depth (start not counted)
final	rst	count[18]$_DFF_P_	2.54	10
after global routing	rst	count[18]$_DFF_P_	2.23	10
after CTS	rst	count[18]$_DFF_P_	2.52	10
==> synthesized netlist by cell type, types with 2 or more instances <==
| cell | instances | area share |
|---|---|---|
| mux2i_1 | 2 | 0.0058 |
| o31ai_1 | 2 | 0.0044 |
| ha_1 | 7 | 0.025 |
| nand3b_1 | 2 | 0.0044 |
| a21o_1 | 2 | 0.0044 |
| dfxtp_1 | 29 | 0.17 |
| or4b_1 | 2 | 0.0058 |
| nor2b_1 | 2 | 0.0036 |
| buf_1 | 2 | 0.0022 |
| clkbuf_1 | 4 | 0.0044 |
| or4b_4 | 3 | 0.012 |
| nand2_1 | 41 | 0.045 |
| nand4_1 | 7 | 0.013 |
| nand3_1 | 16 | 0.023 |
| edfxtp_1 | 28 | 0.24 |
| buf_4 | 3 | 0.0065 |
| buf_2 | 5 | 0.0073 |
| o21ai_0 | 22 | 0.032 |
| nor2_1 | 26 | 0.028 |
| xnor2_1 | 9 | 0.023 |
| and3_1 | 7 | 0.013 |
| a31oi_1 | 4 | 0.0073 |
| nor4b_2 | 2 | 0.0087 |
| buf_6 | 4 | 0.013 |
| inv_1 | 13 | 0.014 |
| xor2_1 | 16 | 0.041 |
| nand2b_1 | 4 | 0.0073 |
| nor4b_1 | 4 | 0.010 |
| a21oi_1 | 9 | 0.013 |
| o21a_1 | 3 | 0.0065 |
| nor3b_1 | 3 | 0.0065 |
| and2_1 | 4 | 0.0073 |
| nor3_1 | 5 | 0.0073 |
| nor4_1 | 6 | 0.011 |
| dfrtp_1 | 11 | 0.080 |
| or3_1 | 2 | 0.0036 |
| o211ai_1 | 3 | 0.0065 |
| dfstp_2 | 2 | 0.015 |
==> metrics by stage <==
step,hold WS (ns),util
floorplan,0.477,-
CTS,0.520,0.457
global placement,0.503,0.450
global route,0.541,0.457
detailed placement,0.506,0.450
finish,0.533,0.457
==> metal layers <==
metal,track usage,up-vias,share of wire
met1,0.241,1104,0.51
met4,0.0114,0,0.0032
met3,0.00654,2,0.024
met5,0,-,0
li1,-,1239,-
met2,0.226,46,0.46
==> final cells by class <==
class | count | area [um2] | share of cell area
sequential | 70 | 1750 | 0.464
multi-input combinational | 238 | 1520 | 0.403
timing repair buffer | 27 | 263 | 0.0697
clock buffer | 4 | 55.1 | 0.0146
inverter | 14 | 52.6 | 0.0139
tap | 105 | 131 | 0.0348
==> flip-flops by register name, summed over array words and instances (netlist names), 4 cells and up <==
name / count
col: 4
count: 19
lcd: 8
lcd_dat: 7
led: 5
state: 6
temp: 8
temp_row: 4
==> power groups by stage <==
stage                 combinational, W  sequential, W  clock, W
after CTS                    0.0000176       0.000142  0.000107
after global routing         0.0000195       0.000142  0.000114
final                        0.0000171       0.000142  0.000104
==> cells in the final DEF, fill, tap and decap left out, types with 5 or more instances in the layout <==
master           count
and3_1               7
o21ai_0             22
xor2_1              16
ha_1                 7
edfxtp_1            28
dfrtp_1             11
nand4_1              7
nor3_1               5
nand3_1             16
a21oi_1              9
nor2_1              26
nor4_1               6
nand2_1             41
inv_1               13
dfxtp_1             29
clkdlybuf4s50_1     24
xnor2_1              9
Power is estimated from default activity; no workload was simulated.

**/design/flow/design.v**
```verilog
module lcd_mf(lcd, led, col, lcd_rs, lcd_rw, lcd_en, row, clk, rst);
output reg [7:0] lcd;  
output reg [4:0] led;  
output reg [3:0] col;
output reg lcd_rs, lcd_rw, lcd_en;    
input [3:0] row;
input clk, rst;
reg [18:0] count;  
reg [7:0] temp, lcd_dat;  
reg [3:0] temp_row;  
reg [2:0] state;  
reg [2:0] count_cmd;  
reg [1:0] state_debounce; 
reg [2:0] temp_state;
reg [1:0] temp_debounce;
wire [7:0] lcd_cmd [4:0]; 
 assign lcd_cmd[0] = 8'h38;
 assign lcd_cmd[1] = 8'h01;
 assign lcd_cmd[2] = 8'h0E;
 assign lcd_cmd[3] = 8'h80;
 assign lcd_cmd[4] = 8'h06;
reg [2:0] S0,S1,S2,S3,S4,S5;
initial begin 
 S0 = 3'b000;
 S1 = 3'b001;
 S2 = 3'b010;
 S3 = 3'b011;
 S4 = 3'b100;
 S5 = 3'b101;
end
reg [1:0] D0,D1,D2;
initial begin 
 D0 = 2'b00;
 D1 = 2'b01;
 D2 = 2'b10;
end
parameter maxcount = 19'b1111010000100100000;      
reg temp_clk= 1'b0; 
always @(posedge clk)
begin
if (~rst)count =19'b0;
if(count==maxcount) begin count = 19'b0; temp_clk=~temp_clk; end
if (rst & count !=maxcount) count = count + 1; 
end
always @ (posedge temp_clk or negedge rst)
begin
if (~rst) begin col <= 4'b1000;end
else
case (state_debounce)
D0:  
begin
if (row == 0)
begin
if(col==4'b0001)col<=4'b1000;
else col <= col >> 1; 
state_debounce <=D0;
end
else
begin
temp_row<=row; state_debounce<= D1; 
end
end
D1:  
begin
if(row==temp_row) begin temp<={temp_row,col}; state_debounce <= D2;end
else state_debounce<=D0; 
end
D2:
begin
if(row==temp_row) state_debounce<=D2;
else state_debounce<=D0;
end
default:  
begin
state_debounce <= D0; col<= 4'b1000;
end
endcase
end
always @ (posedge temp_clk )
begin
if(~rst)lcd_dat <= 8'h0;
else begin
case (temp)
8'b10001000 : begin lcd_dat <= 8'h31;led<=5'h01;end 
8'b10000100 : begin lcd_dat <= 8'h32;led<=5'h02;end
8'b10000010 : begin lcd_dat <= 8'h33;led<=5'h03;end
8'b10000001 : begin lcd_dat <= 8'h41;led<=5'h0A;end
8'b01001000 : begin lcd_dat <= 8'h34;led<=5'h04;end
8'b01000100 : begin lcd_dat <= 8'h35;led<=5'h05;end
8'b01000010 : begin lcd_dat <= 8'h36;led<=5'h06;end
8'b01000001 : begin lcd_dat <= 8'h42;led<=5'h0B;end
8'b00101000 : begin lcd_dat <= 8'h37;led<=5'h07;end
8'b00100100 : begin lcd_dat <= 8'h38;led<=5'h08;end
8'b00100010 : begin lcd_dat <= 8'h39;led<=5'h09;end
8'b00100001 : begin lcd_dat <= 8'h43;led<=5'h0C;end
8'b00011000 : begin lcd_dat <= 8'h2A;led<=5'h0E;end
8'b00010100 : begin lcd_dat <= 8'h30;led<=5'h00;end
8'b00010010 : begin lcd_dat <= 8'h23;led<=5'h0F;end
8'b00010001 : begin lcd_dat <= 8'h44;led<=5'h0D;end
default:
begin lcd_dat <= 8'h0; led<=5'h1F; end
endcase
end
end
always @ (posedge temp_clk or negedge rst )
begin
if (~rst)
   begin
   state <= S0;
   count_cmd <= 3'b0;  
   end
else
 begin
 case (state)
 S0:  
begin
 if (count_cmd < 3'b101)
  begin
  lcd <= lcd_cmd [count_cmd];
  lcd_rs <= 1'b0;
  lcd_rw <= 1'b0;
  lcd_en <= 1'b0;
  state <= S1;
  end
 else state <= S3;
end
S1:
 begin                                                 
 lcd <= lcd_cmd [count_cmd];                           
 lcd_rs <= 1'b0;
 lcd_rw <= 1'b0;
 lcd_en <= 1'b1;
 state <= S2;
 end
S2:
 begin
 lcd <= lcd_cmd [count_cmd];
 lcd_rs <= 1'b0;
 lcd_rw <= 1'b0;
 lcd_en <= 1'b0;
  count_cmd <= count_cmd + 1;
  state <= S0;
 end
S3:  
 begin
 lcd <= lcd_dat;
 lcd_rs <= 1'b1;
 lcd_rw <= 1'b0;
 lcd_en <= 1'b0;
 state <= S4;
 end
S4:
 begin
 lcd <= lcd_dat;
 lcd_rs <= 1'b1;
 lcd_rw <= 1'b0;
 lcd_en <= 1'b1;
 state <= S5;
 end
S5:
 begin
 lcd <= lcd_dat;
 lcd_rs <= 1'b1;
 lcd_rw <= 1'b0;
 lcd_en <= 1'b0;
 if (state_debounce == D1) state <= S3;
 else state <= S5;
 end
default:
 begin
 state <= S0;
 count_cmd <= 3'b0;
 end
endcase
end
end
always @ (posedge temp_clk)
begin temp_state <= state; end
always @ (posedge temp_clk) begin
temp_debounce <= state_debounce; end
endmodule
```
**/design/flow/run.sh**
```bash
#!/bin/bash
# OpenROAD 26Q1-2900-gdf79404cd8, Yosys 0.63+post, stock flow scripts
make -C /OpenROAD-flow-scripts/flow DESIGN_CONFIG=/design/flow/config.mk WORK_HOME=/design/flow/orfs finish
```
**/design/flow/config.mk**
```make
export PLATFORM = sky130hd
export DESIGN_NAME = lcd_mf
export DESIGN_NICKNAME = lcd_mf
export VERILOG_FILES = /design/flow/design.v
export SDC_FILE = /design/flow/constraint.sdc
export NUM_CORES = 4
export LEC_CHECK = 1
export CORE_UTILIZATION = 50
```
**/design/flow/constraint.sdc**
```tcl
current_design lcd_mf

set clk_period 4.2
set clk_io_pct 0.2

create_clock -name clk0 -period $clk_period [get_ports {clk}]

set non_clock_inputs [all_inputs -no_clocks]
set_input_delay [expr $clk_period * $clk_io_pct] -clock clk0 $non_clock_inputs
set_output_delay [expr $clk_period * $clk_io_pct] -clock clk0 [all_outputs]
```
==> results.txt <==
run results: status completed, Post-CTS Setup Inserts 0, type of the worst setup path input port to flip-flop, critical path, cell by cell clkdlybuf4s50_1, nand4_1, nor3_1, nand4_1, or3_1, a21oi_1, share of the core filled by cells before placement 51.50%, Clk Latency, worst-skew pair about 250 ps, final setup TNS 0 ps, Layout Utilization approximately 56%, Detail Route met3 WL 202 um, number of top-level pins 26, top routing layer used met4, number of cells produced by synthesis around 360, number of nets with antenna violations after routing 0, skew final roughly 7.0 ps, leakage power figure 0.001342 uW, Final GP Congestion roughly 0.89, EDFF count, synth 28, unrepaired setup endpoints after global routing no, detailed placer's ending HPWL 4.802 mm, Worst path max stage delay between 900 and 1000 ps, Port-buffer cells 24, number of hold violations in the final report 0, required time of the critical path approximately 4400 ps, worst hold slack 507.5 ps, violation count after the first detailed-routing iteration approximately 170, area of the die approximately 0.0073 sq mm, largest delay contributor family on the critical path simple AND/OR/NAND/NOR gates, final routed wire length divided by cell count between 10 and 15 um, Bufs and invs on worst path 1, clock tree from TritonCTS done, Max Slew Vio Count 0, Seq cells post-synth about 70, height of the die ~85 um, overflow left after global routing 0, number of unconstrained endpoints between 90 and 100, Critical Path Slowest Stage Cell sky130_fd_sc_hd__clkdlybuf4s50_1, Max Buffers Root-to-Sink 2, antenna violations before repair 0, transition at the pin with the smallest max-transition slack 679.4 ps, level count of the clock H-tree 1, drt first pass iters 4, vias in the first global route approximately 2,400, cell with the most instances on the worst path sky130_fd_sc_hd__nand4_1, Std-Cell Core Area around 0.0068 sq mm, met2 wire length 2.996 mm, startpoint types input port, number of register pins that no clock reaches approximately 50, synthesis-to-finish area growth 9.097%, sequential cell area fraction in the yosys report between 50% and 60%, final critical-path required period just under 3000 ps, share of flip-flops with an asynchronous set or reset around 19%, Dominant flop cell sky130_fd_sc_hd__dfxtp_1, total global-route track usage between 10% and 20%, summed standard-cell area reported by yosys about 0.0035 sq mm, cells in synth_stat.txt roughly 360, Worst Hold Class flip-flop to flip-flop, met1 WL between 3 and 4 mm, die boundary width between 80 and 90 um, share of post-route cells with drive strength above 1 between 4 and 5%, total number of vias roughly 2,600, number of antenna diodes 0, Maximum Capacitance Violations 0, count of unique library cells instantiated by Yosys ~52, vias per cell around 5.8, highest achievable clock rate around 340 MHz, number of synthesis warnings 1, critical path capture point type flip-flop, Netlist Area Pre-Place 0.003480 sq mm, Peak VDD IR between 0.0002 and 0.0003 V, Residual DRC 0, Worst Path Arrival around 3200 ps, number of cells upsized or downsized after cts 0, share of the clock period used by the worst path a little over two thirds, headroom to the max-slew limit 54.56%, hold-fix buffer count after cts 0, clock tree root buffer cell sky130_fd_sc_hd__clkbuf_8, clock-pin slew of the registers on the worst-case setup and hold paths ~60 ps, biggest fanout along the worst timing path 19, power density over the cells between 90 and 100 mW/mm^2, final wirelength between 6 and 7 mm, # rows 30, wire length of the first global-routing pass approximately 11 mm, mean area per synthesized cell approximately 9.7 sq um, count of tool warnings 29, final setup violation count 0, maximum number of pins on one net before global-route repair about 52, number of clock buffers inserted by TritonCTS 3
## through the flow
| stage | cell area, sq um | power [uW] | std cells | setup slack, ps |
|---|---|---|---|---|
| 2_1_floorplan | 3480 | 212.0 | 360 | 1958 |
| 3_3_place_gp | 3751 | 224.5 | 449 | 1055 |
| 3_5_place_dp | 3751 | 224.8 | 449 | 943.4 |
| 4_1_cts | 3796 | 349.2 | 453 | 1204 |
| 5_1_grt | 3796 | 363.5 | 453 | 989.0 |
| 6_report | 3796 | 345.1 | 453 | 1230 |
## cell type report
class | count | area, sq um
tap | 80 | 100.1
fill | 600 | 2960
timing repair buffer | 27 | 262.8
inverter | 18 | 67.56
multi-input combinational | 254 | 1572
clock buffer | 4 | 45.04
sequential | 70 | 1749
## state kept, by name (all words and copies together) (netlist names)
| signal | count |
|---|---|
| lcd_rs | 1 |
| col | 4 |
| temp | 8 |
| state_debounce | 3 |
| lcd_en | 1 |
| temp_row | 4 |
| led | 5 |
| lcd | 8 |
| count_cmd | 3 |
| lcd_dat | 7 |
| temp_clk | 1 |
| count | 19 |
| state | 6 |
## power breakdown
part | total [uW] | switching (uW) | internal [uW]
Clock | 125 | 57.6 | 67.3
Combinational | 24.7 | 15.8 | 8.94
Sequential | 195 | 1.85 | 194
Total | 345 | 75.3 | 270
## Yosys cell counts, types with 3 or more instances
cell type / n / area share (%)
sky130_fd_sc_hd__nand4_1: 9 / 1.6
sky130_fd_sc_hd__o211ai_1: 5 / 1.1
sky130_fd_sc_hd__nor4b_1: 4 / 1.0
sky130_fd_sc_hd__o21a_1: 3 / 0.65
sky130_fd_sc_hd__and2_1: 6 / 1.1
sky130_fd_sc_hd__inv_1: 17 / 1.8
sky130_fd_sc_hd__ha_1: 7 / 2.5
sky130_fd_sc_hd__nand2_1: 36 / 3.9
sky130_fd_sc_hd__buf_2: 4 / 0.58
sky130_fd_sc_hd__nor4_1: 4 / 0.72
sky130_fd_sc_hd__nor4b_2: 3 / 1.3
sky130_fd_sc_hd__and3_1: 8 / 1.4
sky130_fd_sc_hd__o21ai_0: 20 / 2.9
sky130_fd_sc_hd__dfxtp_1: 29 / 17
sky130_fd_sc_hd__or3_1: 6 / 1.1
sky130_fd_sc_hd__dfrtp_1: 11 / 7.9
sky130_fd_sc_hd__nor2b_1: 5 / 0.90
sky130_fd_sc_hd__o2111ai_1: 3 / 0.76
sky130_fd_sc_hd__a21oi_1: 9 / 1.3
sky130_fd_sc_hd__edfxtp_1: 28 / 24
sky130_fd_sc_hd__nor2_1: 35 / 3.8
sky130_fd_sc_hd__nor3_1: 11 / 1.6
sky130_fd_sc_hd__clkbuf_1: 9 / 0.97
sky130_fd_sc_hd__xor2_1: 14 / 3.5
sky130_fd_sc_hd__xnor2_1: 12 / 3.0
sky130_fd_sc_hd__a31oi_1: 7 / 1.3
sky130_fd_sc_hd__nand3_1: 20 / 2.9
## metal layers
metal / global-route usage, % / vias up
met5: 0 / -
met4: 1.667 / 0
met3: 2.073 / 9
met2: 30.40 / 49
met1: 33.10 / 1244
li1: - / 1307
## layout by cell type (no fill, tap or decap), types with 5 or more instances in the layout
cell                              instances
sky130_fd_sc_hd__ha_1                     7
sky130_fd_sc_hd__nand3_1                 20
sky130_fd_sc_hd__xor2_1                  14
sky130_fd_sc_hd__a31oi_1                  7
sky130_fd_sc_hd__xnor2_1                 12
sky130_fd_sc_hd__dfxtp_1                 29
sky130_fd_sc_hd__inv_1                   17
sky130_fd_sc_hd__nand2_1                 36
sky130_fd_sc_hd__and2_1                   6
sky130_fd_sc_hd__nor2_1                  35
sky130_fd_sc_hd__clkdlybuf4s50_1         24
sky130_fd_sc_hd__a21oi_1                  9
sky130_fd_sc_hd__nor2b_1                  5
sky130_fd_sc_hd__o21ai_0                 20
sky130_fd_sc_hd__edfxtp_1                28
sky130_fd_sc_hd__dfrtp_1                 11
sky130_fd_sc_hd__nand4_1                  9
sky130_fd_sc_hd__and3_1                   8
sky130_fd_sc_hd__or3_1                    6
sky130_fd_sc_hd__nor3_1                  11
sky130_fd_sc_hd__o211ai_1                 5
## cells by family (layout without fill, tap and decap cells)
logic type,Yosys count,count (layout),share of synthesized area [%]
buf+inv,36,49,4.567
flops,70,70,50.27
other cells,1,1,0.1078
xor+xnor,26,26,6.544
fa+ha+maj,7,7,2.517
simple gates,162,162,25.42
compound gates,58,58,10.57
## final timing paths
check	cells after the start	startpoint	to	slack [ps]
min	2	count[13]	count[13]	510
max reg2reg	4	count[4]	temp_clk	2250
max	6	rst	count[17]	1230
min reg2reg	2	count[13]	count[13]	510
## worst register-to-register path: cells and delay by family (launching register included)
| kind | cells | cell delay [ps] |
|---|---|---|
| and+or+nand+nor | 4 | 1310 |
| DFF | 1 | 350 |
Power is estimated from default activity; no workload was simulated.

===== design/flow/design.v =====
module autoGenerator( clk , tuneSel, to);
input clk;
input tuneSel;
reg os;
reg [6:0] ki;
output to;
reg clk_5sec;
reg [18:0] count_5sec; 
reg clk_2sec;
reg [18:0] count_2sec; 
reg clk_1sec;
reg [18:0] count_1sec;
reg [5:0] count;
initial 
	begin
		clk_5sec = 0;
		count_5sec = 0;
		os = 0;
		ki = 7'b0000001;
		count = 0;
	end
toneGenerator t1(.clk(clk), .octaveSel(os), .keyIn(ki),.toneOut(to));
always@(posedge clk_5sec)
	begin
		if(tuneSel == 0)
		begin
		if(count == 5'b00001)
			ki <= 7'b0000001;
		else if(count == 5'b00010)
			ki <= 7'b0000010;
		else if(count == 5'b00011)
			ki <= 7'b0000100;
		else if(count == 5'b00100)
			ki <= 7'b0001000;
		else if(count == 5'b00101)
			ki <= 7'b0010000;
		else if(count == 5'b00110)
			ki <= 7'b0100000;
		else if(count == 5'b00111)
			begin
			os <= 1;
			ki <= 7'b1000000;
			end
		else if( count == 5'b01000)
				begin
			  ki <= 7'b0000001;
			  os <= 0;
			  end
		else if( count == 5'b01001)
			 ki <= 7'b0000001;
		else if( count == 5'b01010)
			 ki <= 7'b1000000;
		else if( count == 5'b01011)
			 ki <= 7'b0100000;
		else if( count == 5'b01100)
			 ki <= 7'b0010000;
		else if( count == 5'b01101)
			 ki <= 7'b0001000;
		else if( count == 5'b01110)
			 ki <= 7'b0000100;
		else if( count == 5'b01111)
			 ki <= 7'b0000010;
		else if( count == 5'b10000)
			 ki <= 7'b0000001;
		if(count == 5'b10000)
			count <= 5'b00000;
		else 
			begin
			count <= count + 1'b1;	 
			end
		end
	else if(tuneSel == 1)
		begin
			if(count == 5'b00001)
			ki <= 7'b0000001;
		else if(count == 5'b00010)
			ki <= 7'b0000000;
		else if(count == 5'b00011)
			ki <= 7'b0000000;
		else if(count == 5'b00100)
			ki <= 7'b0000001;
		else if(count == 5'b00101)
			ki <= 7'b0010000;
		else if(count == 5'b00110)
			ki <= 7'b0100000;
		else if(count == 5'b00111)
			ki <= 7'b1000000;
		else if( count == 5'b01000)
			 ki <= 7'b0000001;
		else if( count == 5'b01001)
			 ki <= 7'b0000001;
		else if( count == 5'b01010)
			 ki <= 7'b1000000;
		else if( count == 5'b01011)
			 ki <= 7'b0100000;
		else if( count == 5'b01100)
			 ki <= 7'b0010000;
		else if( count == 5'b01101)
			 ki <= 7'b0001000;
		else if( count == 5'b01110)
			 ki <= 7'b0000100;
		else if( count == 5'b01111)
			 ki <= 7'b0000010;
		else if( count == 5'b10000)
			 ki <= 7'b0000001;
		if(count == 5'b10000)
			count <= 5'b00000;
		else 
			begin
			count <= count + 1'b1;	 
			end
		end
	end
always @(posedge clk)
begin
	count_5sec <= count_5sec + 19'd1;
	if(count_5sec > 12500000)
	begin 
		count_5sec <= 0;
		clk_5sec <= ~clk_5sec;
	end
end
always @(posedge clk)
begin
	count_2sec <= count_2sec + 19'd1;
	if(count_2sec > 5000000)
	begin 
		count_2sec <= 0;
		clk_2sec <= ~clk_2sec;
	end
end
always @(posedge clk)
begin
	count_1sec <= count_1sec + 19'd1;
	if(count_1sec > 25000000)
	begin 
		count_1sec <= 0;
		clk_1sec <= ~clk_1sec;
	end
end
endmodule
module toneGenerator(clk , octaveSel, keyIn, toneOut);
input clk;
input octaveSel;
input [6:0] keyIn;
output reg toneOut;
reg clk_240 = 0;
reg clk_480 = 0;
reg clk_270 = 0;
reg clk_540 = 0;
reg clk_300 = 0;
reg clk_600 = 0;
reg clk_320 = 0;
reg clk_640 = 0;
reg clk_360 = 0;
reg clk_720 = 0;
reg clk_400 = 0;
reg clk_800 = 0;
reg clk_450 = 0;
reg clk_900 = 0;
reg [18:0] count_240;
reg [18:0] count_480;
reg [18:0] count_270;
reg [18:0] count_540;
reg [18:0] count_300;
reg [18:0] count_600;
reg [18:0] count_320;
reg [18:0] count_640;
reg [18:0] count_360;
reg [18:0] count_720;
reg [18:0] count_400;
reg [18:0] count_800;
reg [18:0] count_450;
reg [18:0] count_900;
initial 
	begin
		clk_240 = 0;
		clk_480 = 0;
		clk_270 = 0;
		clk_540 = 0;
		clk_300 = 0;
		clk_600 = 0;
		clk_320 = 0;
		clk_640 = 0;
		clk_360 = 0;
		clk_720 = 0;
		clk_400 = 0;
		clk_800 = 0;
		clk_450 = 0;
		clk_900 = 0;
		count_270 = 0;
		count_540 = 0;
		count_300 = 0;
		count_600 = 0;
		count_320 = 0;
		count_640 = 0;
		count_360 = 0;
		count_720 = 0;
		count_400 = 0;
		count_800 = 0;
		count_450 = 0;
		count_900 = 0;
		count_240 = 0;
		count_480 = 0;
	end
always @(posedge clk)
begin
	count_240 <= count_240 + 19'd1;
	if(count_240 > 104166)
	begin 
		count_240 <= 0;
		clk_240 <= ~clk_240;
	end
end
always @(posedge clk)
begin
	count_480 <= count_480 + 19'd1;
	if(count_480 > 52083)
	begin 
		count_480 <= 0;
		clk_480 <= ~clk_480;
	end
end
always @(posedge clk)
begin
	count_270 <= count_270 + 19'd1;
	if(count_270 > 92592)
	begin 
		count_270 <= 0;
		clk_270 <= ~clk_270;
	end
end
always @(posedge clk)
begin
	count_540 <= count_540 + 19'd1;
	if(count_540 > 46296)
	begin 
		count_540 <= 0;
		clk_540 <= ~clk_540;
	end
end
always @(posedge clk)
begin
	count_300 <= count_300 + 19'd1;
	if(count_300 > 83333)
	begin 
		count_300 <= 0;
		clk_300 <= ~clk_300;
	end
end
always @(posedge clk)
begin
	count_600 <= count_600 + 19'd1;
	if(count_600 > 41666)
	begin 
		count_600 <= 0;
		clk_600 <= ~clk_600;
	end
end
always @(posedge clk)
begin
	count_320 <= count_320 + 19'd1;
	if(count_320 > 78125)
	begin 
		count_320 <= 0;
		clk_320 <= ~clk_320;
	end
end
always @(posedge clk)
begin
	count_640 <= count_640 + 19'd1;
	if(count_640 > 39062)
	begin 
		count_640 <= 0;
		clk_640 <= ~clk_640;
	end
end
always @(posedge clk)
begin
	count_360 <= count_360 + 19'd1;
	if(count_360 > 69444)
	begin 
		count_360 <= 0;
		clk_360 <= ~clk_360;
	end
end
always @(posedge clk)
begin
	count_720 <= count_720 + 19'd1;
	if(count_720 > 347222)
	begin 
		count_720 <= 0;
		clk_720 <= ~clk_720;
	end
end
always @(posedge clk)
begin
	count_400 <= count_400 + 19'd1;
	if(count_400 > 62500)
	begin 
		count_400 <= 0;
		clk_400 <= ~clk_400;
	end
end
always @(posedge clk)
begin
	count_800 <= count_800 + 19'd1;
	if(count_800 > 31250)
	begin 
		count_800 <= 0;
		clk_800 <= ~clk_800;
	end
end
always @(posedge clk)
begin
	count_450 <= count_450 + 19'd1;
	if(count_450 > 55555)
	begin 
		count_450 <= 0;
		clk_450 <= ~clk_450;
	end
end
always @(posedge clk)
begin
	count_900 <= count_900 + 19'd1;
	if(count_900 > 27777)
	begin 
		count_900 <= 0;
		clk_900 <= ~clk_900;
	end
end
always@(posedge clk)
	begin
		if(octaveSel == 0 ) 
			begin 
		if(keyIn == 7'b0000001)
			begin
				toneOut <= clk_240;	
			end
		else if(keyIn == 7'b0000010 )
			begin
				toneOut <= clk_270;
			end
		else if(keyIn == 7'b0000100 )
			begin
				toneOut <= clk_300;
			end
		else if(keyIn == 7'b0001000 )
			begin
				toneOut <= clk_320;
			end
		else if(keyIn == 7'b0010000 )
			begin
				toneOut <= clk_360;
			end
		else if(keyIn == 7'b0100000 )
			begin
				toneOut <= clk_400;
			end
		else if(keyIn == 7'b1000000 )
			begin
				toneOut <= clk_450;
			end
		else if(keyIn == 7'b0000000)
			begin
				toneOut <= 0;
			end
		else 
			begin
				toneOut <= clk_240;
			end
			end
		else if(octaveSel == 1)
	begin		
		if(keyIn == 7'b0000001 )
			begin
				toneOut <= clk_480;
			end
		else if(keyIn == 7'b0000010 )
			begin
				toneOut <= clk_540;
			end
		else if(keyIn == 7'b0000100 )
			begin
				toneOut <= clk_600;
			end
		else if(keyIn == 7'b0001000 )
			begin
				toneOut <= clk_640;
			end
		else if(keyIn == 7'b0010000 )
			begin
				toneOut <= clk_720;
			end
		else if(keyIn == 7'b0100000 )
			begin
				toneOut <= clk_800;
			end
		else if(keyIn == 7'b1000000 )
			begin
				toneOut <= clk_900;
			end
		else if(keyIn == 7'b0000000)
			begin
				toneOut <= 0;
			end
		else 
			begin
				toneOut <= clk_480;
			end
		end
	end
endmodule

===== design/flow/run.sh =====
#!/bin/bash
# OpenROAD 26Q1-2900-gdf79404cd8, Yosys 0.63+post, stock flow scripts
make -C /OpenROAD-flow-scripts/flow DESIGN_CONFIG=/design/flow/config.mk WORK_HOME=/design/flow/orfs finish

===== design/flow/config.mk =====
export PLATFORM = sky130hd
export DESIGN_NAME = autoGenerator
export DESIGN_NICKNAME = autoGenerator
export VERILOG_FILES = /design/flow/design.v
export SDC_FILE = /design/flow/constraint.sdc
export NUM_CORES = 4
export LEC_CHECK = 1
export CORE_AREA = 10 10 96 96
export DIE_AREA = 0 0 106 106

===== design/flow/constraint.sdc =====
current_design autoGenerator

set clk_period 4.5
set clk_io_pct 0.2

create_clock -name clk0 -period $clk_period [get_ports {clk}]

set non_clock_inputs [all_inputs -no_clocks]
set_input_delay [expr $clk_period * $clk_io_pct] -clock clk0 $non_clock_inputs
set_output_delay [expr $clk_period * $clk_io_pct] -clock clk0 [all_outputs]

==> reports/results.tsv <==
metric	value	unit
vias	733	
slew_headroom	44.4	%
grt_pass1_vias	673	
grt_overflow	0	
cts-resized-gates	0	
drv_slew	0	
place_congestion	0.824	
sw_frac_of_total	19.6	%
clock-sinks	21	
synthToLayoutAreaGrowth	15.3	%
seq_power_share	60.3	%
fin_crit	2470	ps
dr_wl_met3	86	um
path_clk_slew	70	ps
synth_warnings	2	
finalCritPeriodShare	55.0	%
worstSetupPathType	reg2reg	
start_kind	register	
cts_hold_buf	0	
regToRegSetupSlack	2030	ps
power_leakage	0.324	nW
grt_max_degree	19	
p_clk_share	37.1	%
synth_seq_share	43.5	%
ctsLongestPathBuffers	2	
pwr-share-comb	2.6	%
clk_latency	250	ps
warning_count	27	
crit_required	4520	ps
skew	3.57	ps
place_hpwl	1120	um
antenna_cells	0	
yosysChipArea	988	um^2
hold_path_end	t1.toneOut	
p_int	0.000258	W
grt_pass1_wl	2800	um
synth_cell_types	32	
antenna_found_initial	0	
syn_avg_cell_area	9.60	um^2
worst_pin_slew	834	ps
core-area	0.00721	mm^2
holdWs	385	ps
crit_chain	nand4bb_1 -> or4_1 -> or4_1 -> and2_1	
drtIter0Drc	8	
fill_cells	806	
post-place-ws	2010	ps
end_kind	register	
syn_inst	103	
drive_gt1_share	13.3	%
crit_top_cell	or4_1	
fin_ws	2030	ps
slowest_delay	890	ps
min_path_cells	0	
p_per_area	281	mW/mm^2
num_rows	31	
fp.dieW	106	um
routed-wl-met2	745	um
rsz0062_at_grt	no	
drtAntennaViolNets	0	
dieArea	0.0112	mm^2
r2r_end	t1.clk_240	
yosys_cells	103	
cp_max_fo	18	
cts-root-buf	clkbuf_8	
max_freq	404	MHz
placedInstanceArea	0.00109	mm^2
hold_path.class	reg2reg	
viasPerCell	3.59	
p_sw	0.0000630	W
io_buffers	1	
io_pins	3	
die.size.y	106	um
final_area	0.00114	mm^2
setup_viol	0	
finalSetupTns	0	ps
r2r_cells	4	
irDropWorstVdd	0.100	mV
post_cts_buffers	0	
cp.arrival	2500	ps
htreeDepth	1	
ys_ff	21	
routed_wl	1640	um
grt_use_total	2.84	%
drt_pass1_iterations	4	
wl_met1	803	um
regToRegStartpoint	t1.count_240[13]	
outcome	finished clean	
highest_layer	met3	
cpMaxStageDelayCell	or4_1	
synth_area	988	um^2
initCoreUtil	13.7	%
cts_tree	yes	
drv_cap	0	
holdCritStartpoint	t1.clk_240	
avgRoutedWirePerCell	8.01	um
hold_viol	0	
postLayoutCoreUtil	15.8	%
drcViolationCount	0	
cts_made_buffers	3	
-- sequential cells by signal, indices dropped and copies added, names as in the netlist --
| signal | cells |
|---|---|
| t1.count_240 | 19 |
| t1.toneOut | 1 |
| t1.clk_240 | 1 |
-- through the flow --
step	cells	power, W
2_1_floorplan	104	0.000202
3_3_place_gp	200	0.000206
3_5_place_dp	200	0.000207
4_1_cts	204	0.000328
5_1_grt	204	0.000335
6_report	204	0.000321
-- worst max-delay path: cells and delay by family, from the launching register on --
kind / cells / cell delay, ps
flops: 1 / 340
simple gates: 4 / 1910
-- final cells by class --
type	count	area [um^2]	area share, %
clock buffers	4	45.0	3.95
inverters	5	18.8	1.65
multi-input cells	73	504	44.2
flip-flops and latches	21	430	37.8
well taps	99	124	10.9
repair buffers	2	17.5	1.54
-- Yosys cell counts, drive strengths merged --
cell type  count  share of area (%)
dfxtp         20                 41
a21oi         16                 12
xnor2          8                7.1
nand3          7                3.5
inv            5                1.9
nand4          4                2.5
xor2           4                3.5
buf            3                3.2
nand2          3                1.1
nor2           3                1.1
o21ai          3                1.5
or3            3                1.9
a211o          2                1.8
a22oi          2                1.5
and3           2                1.3
clkbuf         2               0.76
ha             2                2.5
nor3           2                1.0
nor4           2                1.3
or4            2                1.5
a311oi         1               0.89
a31oi          1               0.63
and2           1               0.63
and4           1               0.89
conb           1               0.38
edfxtp         1                3.0
nand4b         1               0.89
nand4bb        1                1.1
-- layer usage --
layer  GRT usage [%]  vias up
met1            3.62      350
met5               0        -
met2            4.86       10
li1                -      373
met4          0.0967        0
met3           0.917        0
-- worst max path at each step --
| stage | to | slack [ps] | startpoint |
|---|---|---|---|
| after CTS | t1.clk_240 | 2000 | t1.count_240[13] |
| after global routing | t1.clk_240 | 1920 | t1.count_240[13] |
| final | t1.clk_240 | 2030 | t1.count_240[13] |
-- cell usage in the layout, fill, tap and decap left out, drive strengths merged --
cell type	n
and2	1
nand2	3
or4	2
and4	1
nand4b	1
clkbuf	4
inv	5
nand3	7
a22oi	2
ha	2
clkdlybuf4s50	1
and3	2
nor2	3
a311oi	1
edfxtp	1
xnor2	8
a211o	2
a31oi	1
a21oi	16
nand4bb	1
nor3	2
or3	3
xor2	4
nand4	4
buf	1
nor4	2
dfxtp	20
conb	2
o21ai	3
-- power groups by stage --
stage	sequential [W]	clock, W	combinational, W
5_1_grt	0.000194	0.000131	0.00000971
6_report	0.000193	0.000119	0.00000840
4_1_cts	0.000193	0.000126	0.00000877
-- cell families after synthesis --
logic type,after synthesis,share of synthesized area [%]
AOI/OAI and AO/OA,25,18.2
buffers and inverters,10,5.82
xor gates and xnor gates,12,10.6
adders and majority gates,2,2.53
other,1,0.379
and+or+nand+nor,32,18.9
DFF,21,43.5
Power is estimated from default activity; no workload was simulated.
